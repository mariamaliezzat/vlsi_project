===== flow/run.sh =====
#!/bin/bash
# OpenROAD 26Q1-2900-gdf79404cd8, Yosys 0.63+post, stock flow scripts
make -C /OpenROAD-flow-scripts/flow DESIGN_CONFIG=/design/flow/config.mk WORK_HOME=/design/flow/orfs finish

===== flow/constraint.sdc =====
current_design FFE_top

set clk_period 15.5
set clk_io_pct 0.2

create_clock -name clk0 -period $clk_period [get_ports {clk}]

set non_clock_inputs [all_inputs -no_clocks]
set_input_delay [expr $clk_period * $clk_io_pct] -clock clk0 $non_clock_inputs
set_output_delay [expr $clk_period * $clk_io_pct] -clock clk0 [all_outputs]

===== flow/config.mk =====
export PLATFORM = sky130hd
export DESIGN_NAME = FFE_top
export DESIGN_NICKNAME = FFE_top
export VERILOG_FILES = /design/flow/design.v
export SDC_FILE = /design/flow/constraint.sdc
export NUM_CORES = 4
export LEC_CHECK = 1
export CORE_UTILIZATION = 40

===== flow/design.v =====
module FFE_top #(
    parameter DATA_WIDTH =12,
    parameter NUM_STAGES =2
) (
    input   wire                                    clk,
    input   wire                                    rst_n,
    input   wire                                    load_in,
    input   wire    signed  [DATA_WIDTH - 1 : 0]    data_in,
    output  reg     signed  [DATA_WIDTH - 1 : 0]    data_out,
    output  reg                                     data_valid
);
    reg                                          sel              ;
    reg                                          enable           ;
    reg       signed    [DATA_WIDTH-1:0]         acc              ;
    wire      signed    [DATA_WIDTH-1:0]         mux_out          ;
    wire      signed    [2*DATA_WIDTH-1:0]       mul_out_long     ;
    wire      signed    [DATA_WIDTH-1:0]         mul_out          ;
    wire                                            load_in_sync;
    wire                        [1:0]               count       ;
    wire        signed          [DATA_WIDTH-1:0]    fifo_r_data ;  
    wire        signed          [DATA_WIDTH-1:0]    rom_r_data  ;
    assign mux_out      = sel ? 'd0 : acc          ;
    assign mul_out_long = rom_r_data * fifo_r_data ;
    assign mul_out      = mul_out_long >> 11       ;
    always @(posedge clk , negedge rst_n) begin
        if(!rst_n)
            begin
                enable  <= 1'b0;
            end
        else
            if (count == 'd3) begin
                enable  <= 1'b1;
            end else begin
                enable  <= 1'b0;
            end
    end
    always @(posedge clk , negedge rst_n) begin
        if(!rst_n)
            begin
                sel     <= 1'b0;
            end
        else
            if (load_in_sync) begin
                sel     <= 1'b1;
            end else begin
                sel     <= 1'b0;
            end
    end
    always @(posedge clk , negedge rst_n) 
        begin
            if (!rst_n) 
                begin
                    acc <= 'd0;
                end 
            else 
                begin
                    acc <= mul_out + mux_out ;
                end
        end
    always @(posedge clk , negedge rst_n) 
        begin
            if (!rst_n) 
                begin
                    data_out <= 'd0;
                    data_valid <= 1'b0;
                end 
            else 
                begin
                    if (enable) 
                        begin
                            data_out <= acc;
                            data_valid <= 1'b1;
                        end
                    else
                        data_valid <= 1'b0;
                end
        end
    load_sync #(.NUM_STAGES(NUM_STAGES)) load_sync0
    (
        .clk(clk),
        .rst_n(rst_n),
        .load_in(load_in),
        .load_in_sync(load_in_sync)
    );
    counter counter0 
    (
        .clk(clk),
        .rst_n(rst_n),
        .load_in_sync(load_in_sync),
        .count(count)
    );
    shift_reg #(.DATA_WIDTH(DATA_WIDTH)) shift_reg0
    (
        .clk(clk),
        .rst_n(rst_n),
        .load_in_sync(load_in_sync),
        .data_in(data_in),
        .fifo_r_address(count),
        .fifo_r_data(fifo_r_data)
    );
    ROM #(.DATA_WIDTH(DATA_WIDTH)) ROM0
    (
        .rom_r_address(count),
        .rom_r_data(rom_r_data)
    );
endmodule
module ROM #(
    parameter DATA_WIDTH    = 12
) (
    input     [1:0]                     rom_r_address,
    output    [DATA_WIDTH-1:0]          rom_r_data
);
    reg     [DATA_WIDTH-1:0] ROM [0:3];
    initial 
        begin
            ROM[0] = 'b0_10000000000;
            ROM[1] = 'b1_11000000000;
            ROM[2] = 'b0_00101000000;
            ROM[3] = 'b1_11110000000;
        end
    assign  rom_r_data = ROM[rom_r_address];
endmodule
module counter #(
) (
    input                           clk,
    input                           rst_n,
    input                           load_in_sync,
    output      reg     [1:0]       count    
);  
    reg     flag ;   
    always @(posedge clk , negedge rst_n) 
        begin
            if (!rst_n) 
                begin
                    flag    <=  'd0 ;
                end 
            else 
                begin
                    if (load_in_sync) 
                        begin
                            flag    <=  'd1;
                        end
                    else if (count == 'd3) 
                        begin
                            flag    <=  'd0;
                        end
                end
        end 
    always @(posedge clk , negedge rst_n) 
        begin
            if (!rst_n) 
                begin
                    count   <=  'd0 ;
                end 
            else 
                begin
                    if (flag) 
                        begin
                            count <= count +'d1;
                        end 
                    else 
                        begin
                            count <=    'd0;
                        end
                end
        end
endmodule
module load_sync #(
    parameter NUM_STAGES = 2
) (
    input                                      clk,
    input                                      rst_n,
    input                                      load_in,
    output                                     load_in_sync
);
integer i;
reg [NUM_STAGES-1:0] Q;
    always @(posedge clk, negedge rst_n ) 
        begin
            if (!rst_n) 
                begin
                    Q <=0;
                end 
            else 
                begin
                    Q[0] <= load_in;
                    for (i = 1;i<NUM_STAGES ;i=i+1 ) 
                        begin
                            Q[i]<=Q[i-1];
                        end 
                end
        end
    assign load_in_sync = Q[NUM_STAGES-1];
endmodule
module shift_reg #(
    parameter      DATA_WIDTH = 12
) (
    input                                           clk,
    input                                           rst_n,
    input                                           load_in_sync,
    input         signed        [DATA_WIDTH-1:0]    data_in,
    input                       [1:0]               fifo_r_address,
    output  wire                [DATA_WIDTH-1:0]    fifo_r_data                
);
    reg [DATA_WIDTH-1:0] shift_reg [0:3];
    integer  i;
    assign  fifo_r_data = shift_reg[fifo_r_address];
always @(posedge clk ,negedge rst_n) 
    begin
        if (!rst_n) 
            begin
                shift_reg[0] <= 'd0;
                shift_reg[1] <= 'd0;
                shift_reg[2] <= 'd0;
                shift_reg[3] <= 'd0;
            end 
        else 
            begin
                if (load_in_sync) 
                    begin
                        shift_reg[0] <= data_in ;
                        shift_reg[1] <= shift_reg[0];
                        shift_reg[2] <= shift_reg[1];
                        shift_reg[3] <= shift_reg[2];
                    end 
            end
    end
endmodule

==> results.yml <==
# implementation run metrics
setup_path:
  crit_start: "counter0.count[0]"
  path_common_cell: "inv_1"
  r2r-end: "acc[11]"
  rrSetupSlack_ns: 7.59
  crit_fanout: 23
  path_class: "register to register"
  critPathRequiredTime_ns: 15.72
  rr_startpoint: "counter0.count[0]"
  worstSetupStartpointType: "register"
  cp_slowest_stage_delay_ns: 0.75
  cp_slowest_cell: "ha_1"
  endpoint: "acc[11]"
  critPathArrivalTime_ns: 8.13
  worst_setup_path_end_kind: "register"
  reg2reg_depth: 31
synthesis:
  synthCells: 642
  ys_cells: 642
  ys.flops: 80
  synth-main-ff-cell: "dfrtp_1"
  yosysWarnings: 6
  synth.distinct_cells: 47
  synth-edff-count: 0
  yosysMostFrequentCell: "inv_1"
  yosysTopAreaCell: "dfrtp_1"
  topCellsByArea: "dfrtp_1 29%, fa_1 22%, ha_1 9.9%, inv_1 7.2%, mux2_1 6.1%"
  postSynthSeqShare: 0.292
  yosysChipArea_um2: 6850
  postSynth.asyncResetShare: 1.00
  yosysTopAreaCellShare: 0.292
  avgSynthCellArea_um2: 10.7
  synthesis.area_um2: 6850
  yosys-top-cells-count: "132 x inv_1, 80 x dfrtp_1, 76 x fa_1"
final_layout:
  regArea_um2: 2000
  comb_area_um2: 4270
  design_area_um2: 7650
  layout-drive-gt1-share: 0.0538
  largest_reg_flops: 48
  fill_cells: 1478
  syn_to_final_growth_pct: 11.6
  postLayoutCoreUtil: 0.460
cts:
  hold_buffers: 0
  cts_resized: 0
  htree_levels: 3
  tritoncts: "done"
  clkTransAtPathRegs_ns: 0.06
  clock.latency.late_pin_ns: 0.34
  clockBufferDepth: 2
  cts_buffers: 9
  cts.sinks: 80
  root_buffer: "clkbuf_16"
  post_cts_buffers: 0
routing:
  drt-initial-drc-count: 224
  routed_wl_um: 11500
  via_per_inst: 4.73
  first_pass_iters: 5
  diodes: 0
  drtAntennaViolNets: 0
  via_count: 4205
  drc: 0
  wl_per_cell_um: 12.9
worst_hold_path:
  hp-class: "register to register"
  worstHoldStart: "load_sync0.Q[0]"
sta:
  max-slew-margin-rel: 0.401
  worst_pin_slew_ns: 0.899
  report.final.slew_viol_count: 0
  max_clock_freq_ghz: 0.126
  hold_viol_final: 0
  min_period_over_period: 0.510
  finalWorstSetupSlack_ns: 7.59
  finalSetupTns_ns: 0
  grt_setup_unrepaired: "no"
  finClkSkew_ns: 0.0104
  setup_viol: 0
  fin_crit_ns: 7.91
global_route:
  grtUsageTotal: 0.149
  grt_start_max_net_pins: 62
  grt_pass1_vias: 4285
  grt_pass1_wl_um: 20500
  grt_overflow: 0
  antenna_found_initial: 0
placed_design:
  gp_congestion: 0.869
  port_buffers: 27
  dp_hpwl_um: 9110
  pre_cts_slack_ns: 7.58
  placed_cell_area_um2: 7340
die:
  rows: 47
  die_width_um: 133
  fp-utilization: 0.412
  ioPinCount: 28
  core_um2: 16600
  fp.dieH_um: 133
  dieArea_um2: 17700
flow_run:
  warnings: 29
  maxCapViolCount: 0
run_status:
  status: "complete, no violations"
## stage by stage
stage          std cells  hold slack [ns]
3_5_place_dp         874            0.335
6_report             889            0.347
3_3_place_gp         874            0.335
2_1_floorplan        642            0.331
5_1_grt              889            0.357
4_1_cts              889            0.348
## how the worst min path moves through the flow
stage | endpoint | cells past startpoint
4_1_cts | load_sync0.Q[1] | 0
5_1_grt | load_sync0.Q[1] | 0
6_report | load_sync0.Q[1] | 0
## worst max-delay path: cells and delay by family (launching register included)
kind / cells / cell delay, ns
xor+xnor: 3 / 0.40
simple gates: 6 / 0.81
buf+inv: 7 / 0.57
mux: 1 / 0.40
fa+ha+maj: 8 / 3.75
compound gates: 6 / 1.28
flops: 1 / 0.59
## cells by family (layout without fill, tap and decap cells)
logic type / count (synthesis) / in the layout / synth area share
AND-OR/OR-AND: 67 / 67 / 0.0661
AND/OR/NAND/NOR: 120 / 120 / 0.0933
multiplexers: 62 / 62 / 0.102
buffers and inverters: 151 / 178 / 0.0853
adder cells (fa/ha/maj): 130 / 130 / 0.321
flip-flops: 80 / 80 / 0.292
XOR/XNOR: 32 / 32 / 0.0409
## placed cells by master (no fill, tap or decap), drive strengths merged, types with 24 or more instances in the layout
| cell type | netlist | layout |
|---|---|---|
| dfrtp | 80 | 80 |
| clkdlybuf4s50 | 0 | 26 |
| inv | 133 | 133 |
| mux2 | 49 | 49 |
| fa | 76 | 76 |
| xnor2 | 25 | 25 |
| nand2 | 37 | 37 |
| and2 | 24 | 24 |
| ha | 54 | 54 |
## layout make-up
class,count,area share
timing repair buffer,30,0.0379
inverter,133,0.0656
tap,220,0.0360
sequential,80,0.262
clock buffer,10,0.0299
multi-input combinational,411,0.558
clock inverter,5,0.0108
## routing by layer
layer	up-vias	wire length [um]	global-route usage
met5	-	0	0
met4	0	122	0.0140
met3	9	494	0.0297
met2	74	5050	0.222
met1	2019	5810	0.245
li1	2103	-	-
